==> design/flow/design.v <==
module mvm_proposed #(
  parameter int N = 8,
  parameter int S = 8     
)(
  input  logic             CLOCK_50,
  input  logic             reset_n,
  input  logic [S*N-1:0]   w,
  input  logic [S*N-1:0]   u,
  output logic [N-1:0]     v
);
  localparam int PAIRS = S/2;
  typedef logic [N-1:0] elem_t;
  function automatic elem_t slice_elem(input logic [S*N-1:0] bus, input int idx);
    return bus[(idx+1)*N-1 -: N];  
  endfunction
  function automatic elem_t sat_addN(input elem_t a, input elem_t b);
    logic [N:0] sum_ext;
    sum_ext = {1'b0, a} + {1'b0, b};
    return sum_ext[N] ? {N{1'b1}} : sum_ext[N-1:0];
  endfunction
  function automatic elem_t mux4_sel(
    input elem_t a, input elem_t b, input logic s0, input logic s1
  );
    logic [N:0] sum_ext;
    sum_ext = {1'b0, a} + {1'b0, b};
    unique case ({s1, s0})
      2'b00: return '0;
      2'b01: return a;
      2'b10: return b;
      default: return sum_ext[N] ? {N{1'b1}} : sum_ext[N-1:0];  
    endcase
  endfunction
  elem_t w_arr [S];
  elem_t u_arr [S];
  always_ff @(posedge CLOCK_50) begin
    if (!reset_n) begin
      for (int i = 0; i < S; i++) begin
        w_arr[i] <= '0;
        u_arr[i] <= '0;
      end
    end else begin
      for (int i = 0; i < S; i++) begin
        w_arr[i] <= slice_elem(w, i);
        u_arr[i] <= slice_elem(u, i);
      end
    end
  end
  always_comb begin
    elem_t bit_sum [N];    
    elem_t acc;            
    int p, b;
    elem_t acc_b, sel;
    for (b = 0; b < N; b++) begin
      acc_b = '0;
      for (p = 0; p < PAIRS; p++) begin
        sel   = mux4_sel(u_arr[2*p], u_arr[2*p+1], w_arr[2*p][b], w_arr[2*p+1][b]);
        acc_b = (p == 0) ? sel : sat_addN(acc_b, sel);
      end
      bit_sum[b] = acc_b;
    end
    acc = '0;
    for (b = 0; b < N; b++) begin
      acc = sat_addN(acc, (bit_sum[b] << b));
    end
    v = acc;
  end
endmodule
==> design/flow/run.sh <==
#!/bin/bash
# OpenROAD 26Q1-2900-gdf79404cd8, Yosys 0.63+post, stock flow scripts
make -C /OpenROAD-flow-scripts/flow DESIGN_CONFIG=/design/flow/config.mk WORK_HOME=/design/flow/orfs finish
==> design/flow/config.mk <==
export PLATFORM = sky130hd
export DESIGN_NAME = mvm_proposed
export DESIGN_NICKNAME = mvm_proposed
export VERILOG_FILES = /design/flow/design.v
export SDC_FILE = /design/flow/constraint.sdc
export NUM_CORES = 4
export LEC_CHECK = 1
export CORE_UTILIZATION = 30
export SYNTH_HDL_FRONTEND = slang
==> design/flow/constraint.sdc <==
current_design mvm_proposed

set clk_period 43.7
set clk_io_pct 0.2

create_clock -name clk0 -period $clk_period [get_ports {CLOCK_50}]

set non_clock_inputs [all_inputs -no_clocks]
set_input_delay [expr $clk_period * $clk_io_pct] -clock clk0 $non_clock_inputs
set_output_delay [expr $clk_period * $clk_io_pct] -clock clk0 [all_outputs]
==> flow_summary.ini <==
; physical design summary
[global_route]
grt_first_pass_wirelength_mm = 102
track_usage_pct = 21.6
globalRoute.totalOverflow = 0
initial_antenna_violation_count = 1
pin_count_of_the_biggest_net_entering_global_routing = 69
vias_in_the_first_global_route = 17600

[sta]
final_setup_fails = 0
measured_slew_at_the_worst_slew_check_pin_ps = 977
rsz_0062_raised_after_global_routing = false
worst_slew_margin_rel_pct = 34.5
achievable-frequency_ghz = 0.0388
setup_tns_final_ps = 0
layout_worst_path_cycle_share_pct = 59.1
fin_crit_ps = 25810
timing.final.ws_setup_ps = 17890
hold_viol_final = 0
final_max_slew_viol_count = 0

[layout]
fraction_of_layout_instances_using_a_drive_strength_above_1_pct = 4.23
area_growth_pct = 12.9
layout_top_cells_excl_fill_tap = nand2_1, ha_1, o21ai_0
seq_area_um2 = 2560
multiInputGateArea_um2 = 15000
final_area_um2 = 20700
leading_cell_type_in_the_layout_fill_and_taps_excluded = nand2_1
fillers = 6251

[floorplan]
die_height_um = 249
initCoreUtil_pct = 30.4
io_pins = 138
rows = 90
die-width_um = 249
die-area_um2 = 62200
floorplan.core_area_um2 = 60500

[detailed_routing]
drc_violation_total_after_the_first_tritonroute_iteration = 1444
detail_route.wirelength_mm = 66.5
ant_nets = 0
routed_vias = 18800
detail_route.first_pass.iterations = 5
wl_per_cell_um = 19.8
routed_via_density = 5.59
drt_drc_violations_left = 0

[outcome]
status = complete, no violations

[setup_path]
crit_fanout = 9
path_class = register to primary output
crit_path_frequent_cell = a21oi_1
cp_slowest_cell = o41ai_2
critical_path.max_stage_delay_ps = 560
critical_path_required_ps = 34960
critical_path.endpoint_type = primary output
cp-start-kind = register
crit_arrival_ps = 17070

[synth]
ys_seq_elements = 128
ys_async_sr_fraction_pct = 0
postSynthAreaPerCell_um2 = 7.20
yosysWarningCount = 0
synth-area-yosys_um2 = 18400
syn-instance-count = 2551
yosysCellCount = 2551
yosys_most_used_dff = dfxtp_1
enable_flop_cells = 0
syn-cell-area_um2 = 18400
seq_share_synth_pct = 14.0
synth.distinct_cells = 71

[clock_tree]
htree_depth = 4
number_of_buffers_inserted_during_clock_tree_synthesis = 17
clock_sink_count = 128
cts.repair_timing.setup_buffer_count = 0
root_buffer = clkbuf_16
clk_pin_slew_worst_paths_ps = 60
cts-resized-gates = 0
cts_tree = yes
ctsLongestPathBuffers = 2
cts_hold_repair.buffers = 0

[power]
internal-power_uw = 494
power-per-cell-area_nw_per_um2 = 44.7
switching_share_pct = 46.7
leakage_nw = 9.12
share_comb_of_total_power_pct = 69.7
netSwitchingPower_uw = 432
power_frac_seq_pct = 15.8
clock_power_share_pct = 14.5
power.ir.vdd_worst_mv = 0.0870

[placement]
placedInstanceArea_um2 = 20200
final_weighted_congestion_in_routability_driven_placement = 1.03
post-dp-hpwl_mm = 53.2
port-buffer-count = 137
place_worst_setup_slack_ps = 18610

[min_path]
worstHoldPathType = input port to register

[flow_run]
openroad.warnings = 25
cap_viol_max_count = 0
==> cell type report <==
| cell class | instances | area share (%) |
|---|---|---|
| Antenna cell | 1 | 0.0121 |
| Clock buffer | 19 | 2.18 |
| Clock inverter | 12 | 0.404 |
| Inverter | 56 | 1.01 |
| Multi-Input combinational cell | 2213 | 72.3 |
| Sequential cell | 128 | 12.4 |
| Tap cell | 782 | 4.72 |
| Timing Repair Buffer | 147 | 6.96 |
==> Yosys cell counts (4+ instances only) <==
cell type	count	area, µm²
o21bai_1	13	97.6
nor2b_1	53	332
or2_2	10	62.6
a211oi_1	66	495
o21ai_0	225	1130
xor2_1	52	455
a211oi_2	4	50.1
nand3_1	5	25.0
clkbuf_2	4	20.0
nor2_1	209	785
ha_1	248	3100
mux2_2	15	169
and2_1	139	870
nand2b_1	71	444
a31oi_1	26	163
xnor2_1	35	307
o221a_2	5	56.3
nand2_1	417	1570
nor2_2	11	68.8
o21a_1	32	240
o221ai_1	125	1090
a21o_1	86	646
or3_1	5	31.3
o211ai_1	6	45.0
dfxtp_1	128	2560
clkbuf_1	82	308
a21oi_1	153	766
inv_1	56	210
fa_1	33	661
buf_1	65	244
nor3_1	46	230
a22o_1	28	245
and4b_1	12	120
o22ai_1	6	37.5
a211o_1	5	43.8
a22oi_1	20	150
==> cells by family after synthesis <==
family | share of synthesized area [%]
xor+xnor | 4.15
buf+inv | 4.37
flops | 14.0
fa+ha+maj | 20.5
simple gates | 25.6
mux | 0.974
compound gates | 30.4
==> registers in the layout (all words and copies together) (netlist names) <==
register,cells
w_arr,64
u_arr,64
==> power groups by stage <==
stage / clock [mW] / combinational [mW] / sequential, mW
finish: 0.134 / 0.646 / 0.146
global route: 0.144 / 0.732 / 0.147
CTS: 0.141 / 0.652 / 0.145
==> worst max-delay path: cells and delay by family (launching register included) <==
| family | cells | cell delay [ps] |
|---|---|---|
| compound gates | 31 | 8030 |
| fa+ha+maj | 17 | 5370 |
| simple gates | 13 | 2270 |
| buf+inv | 3 | 530 |
| flops | 1 | 410 |
==> routing by layer <==
layer,GRT usage (%),up-vias,share of wire [%]
met5,0,-,0
met4,7.48,0,4.3
met3,3.90,155,7.9
met2,35.3,713,46
met1,28.7,8684,42
li1,-,9209,-
==> worst paths after layout <==
check / slack [ps] / depth (start not counted) / from / endpoint
setup / recovery: 17890 / 64 / u_arr[0][0]$_SDFF_PN0_ / v[0]
hold / removal: 8750 / 2 / reset_n / w_arr[0][25]$_SDFF_PN0_
==> through the flow <==
stage                     hold slack [ps]  total power [mW]  std cells  util, %
after floorplan                      8860             0.593       2551        -
after global placement               9250             0.799       3326     33.4
after detailed placement             9260             0.795       3326     33.4
after CTS                            8720             0.938       3357     34.3
after global routing                 8770              1.02       3357     34.3
final                                8750             0.926       3358     34.3
Power and IR drop assume default switching activity.
