**./config.mk**
```make
export PLATFORM = sky130hd
export DESIGN_NAME = mvm_normal_mul
export DESIGN_NICKNAME = mvm_normal_mul
export VERILOG_FILES = /design/flow/design.v
export SDC_FILE = /design/flow/constraint.sdc
export NUM_CORES = 4
export LEC_CHECK = 1
export CORE_UTILIZATION = 40
export SYNTH_HDL_FRONTEND = slang
```
**./constraint.sdc**
```tcl
current_design mvm_normal_mul

set clk_period 42.7
set clk_io_pct 0.2

create_clock -name clk0 -period $clk_period [get_ports {CLOCK_50}]

set non_clock_inputs [all_inputs -no_clocks]
set_input_delay [expr $clk_period * $clk_io_pct] -clock clk0 $non_clock_inputs
set_output_delay [expr $clk_period * $clk_io_pct] -clock clk0 [all_outputs]
```
**./design.v**
```verilog
module mvm_normal_mul #(
  parameter int N = 8,    
  parameter int S = 8     
)(
  input  logic               CLOCK_50,
  input  logic               reset_n,       
  input  logic [S*N-1:0]     w,             
  input  logic [S*N-1:0]     u,             
  output logic [N-1:0]       v              
);
  localparam int P = 2*N;                         
  localparam logic [N-1:0] N_MAX = {N{1'b1}};     
  typedef logic [N-1:0]      elem_t;
  typedef logic [P-1:0]      prod_t;
  elem_t w_r [S];
  elem_t u_r [S];
  function automatic elem_t slice_elem(input logic [S*N-1:0] bus, input int idx);
    return bus[(idx+1)*N-1 -: N];
  endfunction
  always_ff @(posedge CLOCK_50) begin
    if (!reset_n) begin
      for (int i = 0; i < S; i++) begin
        w_r[i] <= '0;
        u_r[i] <= '0;
      end
    end else begin
      for (int i = 0; i < S; i++) begin
        w_r[i] <= slice_elem(w, i);
        u_r[i] <= slice_elem(u, i);
      end
    end
  end
  function automatic elem_t sat_prod(input prod_t x);
    if (x[P-1 -: (P-N)] != '0) begin
      return N_MAX;
    end else begin
      return elem_t'(x[N-1:0]);
    end
  endfunction
  function automatic elem_t sat_addN(input elem_t a, input elem_t b);
  logic [N:0] sum_ext;
  sum_ext = {1'b0, a} + {1'b0, b};    
  return sum_ext[N] ? N_MAX : elem_t'(sum_ext[N-1:0]);
endfunction
  elem_t mul_sat [S];
  elem_t acc;
  always_comb begin
    for (int i = 0; i < S; i++) begin
      prod_t raw_prod;
		raw_prod = prod_t'(w_r[i]) * prod_t'(u_r[i]);
      mul_sat[i] = sat_prod(raw_prod);
    end
    acc = mul_sat[0];
    for (int i = 1; i < S; i++) begin
      acc = sat_addN(acc, mul_sat[i]);
    end
  end
  assign v = acc;
endmodule
```
**./run.sh**
```bash
#!/bin/bash
# OpenROAD 26Q1-2900-gdf79404cd8, Yosys 0.63+post, stock flow scripts
make -C /OpenROAD-flow-scripts/flow DESIGN_CONFIG=/design/flow/config.mk WORK_HOME=/design/flow/orfs finish
```
==> results_slide.txt <==
Implementation Results

Run status
  • Result of the run: completed

CTS
  • H-tree depth reported by CTS: 4
  • Post-CTS Setup Bufs: 0
  • CTS-repair resized insts: 0
  • Num CTS Buffers: 17
  • Cts-stage hold buffer count: 0
  • Buffer type at the clock tree root: sky130_fd_sc_hd__clkbuf_16
  • Largest buffer count on any clock path: 2
  • TritonCTS clock tree: done
  • Clock Pin Slew Worst Setup and Hold Paths: 70 ps
  • Clock sink count: 128

Yosys
  • Synthesized registers: 128
  • Async set-or-reset flop fraction in the synthesized netlist: 0
  • Top cell type by total area after synthesis: sky130_fd_sc_hd__fa_1
  • Top post-synthesis cells by count: 517 x sky130_fd_sc_hd__and2_1, 383 x sky130_fd_sc_hd__inv_1, 344 x sky130_fd_sc_hd__ha_1
  • Synth Seq Share: 0.110
  • Synthesized instance count: 2639
  • Area contributors post-synth: sky130_fd_sc_hd__fa_1 25%, sky130_fd_sc_hd__ha_1 19%, sky130_fd_sc_hd__and2_1 14%
  • Most common cell in the synthesized netlist: sky130_fd_sc_hd__and2_1
  • Main flop type after synthesis: sky130_fd_sc_hd__dfxtp_1
  • YS chip area: 23200 µm²
  • Fraction of synthesized cell area taken by the top area cell type: 0.254
  • Count of cell types in the netlist: 78
  • Number of cells in the yosys synthesis report: 2639
  • Mean area per synthesized cell: 8.80 µm²
  • Total number of yosys warnings: 0
  • Number of flops mapped to enable cells by yosys: 0
  • Syn Std Cell Area: 23200 µm²

Final layout
  • Post-Layout Cell Count: 3544
  • Core utilization of the finished layout: 0.458
  • Growth of design area from synthesis to finish: 12.2%
  • Fraction of layout cells with a size suffix above 1: 0.0223

Worst setup path
  • Most used cell along the critical path: sky130_fd_sc_hd__a21oi_1
  • Kind of launch point of the worst setup path: register
  • Slowest stage cell, crit path: sky130_fd_sc_hd__a2111oi_2
  • Data required, critical path: 34160 ps
  • Cell type group with the largest total delay on the critical path: AND-OR/OR-AND gates
  • Largest fanout on the critical path: 8
  • Setup CP Type: reg -> out
  • Slowest Stage Delay on Critical Path: 680 ps
  • Count of buffer and inverter cells on the critical path: 5
  • Data arrival time at the worst-slack endpoint: 21460 ps
  • Endpoint type of the worst setup path: output pin

Global route
  • GRT Residual Overflow: 0
  • Maximum number of pins on one net before global-route repair: 71
  • Number of antenna violations at the first check in global routing: 0
  • Wire length of the first global-routing pass: 85100 µm
  • Number of global-route vias before repair: 18000
  • Total Routing Usage GR: 0.179

STA
  • Count of endpoints failing hold in the final timing report: 0
  • Time the worst path needs with I/O delays and setup: 30000 ps
  • Final period util: 0.703
  • Achievable clock frequency: 0.0333 GHz
  • Total count of max-transition violations in the final report: 0
  • Final TNS setup: 0 ps
  • Setup repair after global routing missed its margin: no
  • Max-slew headroom at the worst pin: 0.384
  • Worst-margin pin slew: 917 ps
  • Number of endpoints failing setup at the final stage: 0
  • Worst Hold Margin: 8580 ps

Place
  • Port Buf Inserts: 137
  • # placed instances: 3511
  • Final HPWL DP: 40300 µm
  • RePlAce Congestion: 0.888

Routing
  • Mean routed wirelength per cell: 13.5 µm
  • First-pass detailed-route iteration total: 5
  • Total via count after detailed routing: 17500
  • Wire length reported by the detailed router: 47900 µm
  • Vias per Instance: 4.93
  • Number of remaining DRC errors: 0
  • Routed Antenna Nets: 0
  • Iteration-0 DRC Markers: 603

Floorplan
  • FP Core Util: 0.409
  • DIE AREA: 59000 µm²
  • Area of the core: 56800 µm²
  • Floorplan row count: 87
  • Die x size: 243 µm
  • Count of boundary I/O pins: 138
  • Die boundary height: 243 µm

Pwr
  • Leakage: 12.5 nW
  • Power per unit of standard cell area: 21.0 nW/µm²
  • Worst voltage drop across the vdd grid: 0.0318 mV

Worst hold path
  • Min-Delay Path Class: in -> reg

Run
  • Number of warnings in the stage logs: 25
  • # Max-Cap Violations: 0
-- per-stage QoR --
step,power [mW],setup slack (ps),cell area (µm²)
3_3_place_gp,0.400,13880,25500
5_1_grt,0.601,10390,26000
3_5_place_dp,0.401,13290,25500
4_1_cts,0.557,12610,26000
2_1_floorplan,0.332,15580,23200
6_report,0.547,12700,26000
-- layout make-up --
| cell class | instances | area [µm²] |
|---|---|---|
| antenna | 2 | 5.00 |
| clock buffer | 17 | 425 |
| clock inverter | 14 | 158 |
| fill | 5384 | 30800 |
| inverter | 383 | 1440 |
| multi-input combinational | 2104 | 19100 |
| sequential | 128 | 2560 |
| tap | 756 | 946 |
| timing repair buffer | 140 | 1390 |
-- final timing paths --
check  startpoint          to  slack (ps)  depth (start not counted)
max     u_r[0][2]        v[3]       12700                         80
min       reset_n  w_r[0][25]        8580                          2
-- registers in the layout, indices dropped and copies added, names as in the netlist --
name,flops
u_r,64
w_r,64
-- power by group --
group | switching [mW] | total (mW) | internal, mW
clock network | 0.0634 | 0.150 | 0.0862
registers | 0.0139 | 0.140 | 0.126
logic | 0.137 | 0.258 | 0.121
total | 0.214 | 0.547 | 0.333
-- routing by layer --
layer	global-route usage	up-vias	share of wire	wire (µm)
li1	-	8895	-	-
met1	0.268	8257	0.49	23500
met2	0.284	267	0.45	21600
met3	0.0353	44	0.040	1930
met4	0.0268	0	0.018	881
met5	0	-	0	0
-- cell usage in the layout (no fill, tap or decap), types with 5 or more instances in the layout --
| cell | count |
|---|---|
| sky130_fd_sc_hd__or3_1 | 15 |
| sky130_fd_sc_hd__ha_1 | 344 |
| sky130_fd_sc_hd__a21boi_0 | 5 |
| sky130_fd_sc_hd__fa_1 | 295 |
| sky130_fd_sc_hd__a31oi_1 | 8 |
| sky130_fd_sc_hd__dfxtp_1 | 128 |
| sky130_fd_sc_hd__o21a_1 | 31 |
| sky130_fd_sc_hd__nor3_1 | 17 |
| sky130_fd_sc_hd__o2111ai_1 | 12 |
| sky130_fd_sc_hd__nand2_1 | 226 |
| sky130_fd_sc_hd__a211oi_1 | 22 |
| sky130_fd_sc_hd__inv_1 | 383 |
| sky130_fd_sc_hd__nor4_1 | 7 |
| sky130_fd_sc_hd__a21oi_1 | 87 |
| sky130_fd_sc_hd__o31ai_1 | 8 |
| sky130_fd_sc_hd__nor2_1 | 84 |
| sky130_fd_sc_hd__clkinvlp_4 | 5 |
| sky130_fd_sc_hd__and3_1 | 6 |
| sky130_fd_sc_hd__o21ai_1 | 6 |
| sky130_fd_sc_hd__clkbuf_16 | 17 |
| sky130_fd_sc_hd__o211ai_1 | 12 |
| sky130_fd_sc_hd__nor3b_1 | 7 |
| sky130_fd_sc_hd__nand3b_1 | 8 |
| sky130_fd_sc_hd__o21ai_0 | 49 |
| sky130_fd_sc_hd__nand3_1 | 30 |
| sky130_fd_sc_hd__clkdlybuf4s50_1 | 136 |
| sky130_fd_sc_hd__mux2_2 | 5 |
| sky130_fd_sc_hd__mux2i_1 | 18 |
| sky130_fd_sc_hd__nand4_1 | 11 |
| sky130_fd_sc_hd__o21bai_1 | 14 |
| sky130_fd_sc_hd__nand2b_1 | 39 |
| sky130_fd_sc_hd__xnor2_1 | 31 |
| sky130_fd_sc_hd__o31a_1 | 5 |
| sky130_fd_sc_hd__nand4b_1 | 5 |
| sky130_fd_sc_hd__xor2_1 | 37 |
| sky130_fd_sc_hd__and2_1 | 517 |
| sky130_fd_sc_hd__nor2b_1 | 29 |
| sky130_fd_sc_hd__or4_1 | 8 |
| sky130_fd_sc_hd__a21o_1 | 37 |
-- logic make-up (layout without fill, tap and decap cells) --
| kind of cell | Yosys count | in the layout | share of synthesized area |
|---|---|---|---|
| AND/OR/NAND/NOR | 1035 | 1035 | 0.248 |
| adder cells (fa/ha/maj) | 639 | 639 | 0.440 |
| buffers and inverters | 407 | 554 | 0.0662 |
| AND-OR/OR-AND | 339 | 339 | 0.0998 |
| flip-flops | 128 | 128 | 0.110 |
| XOR/XNOR | 68 | 68 | 0.0257 |
| multiplexers | 23 | 23 | 0.0102 |
| other | 0 | 2 | 0 |
Power figures rest on the tool's default switching activity, not on a simulated workload.
