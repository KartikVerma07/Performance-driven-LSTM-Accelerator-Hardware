$ cat flow/run.sh
#!/bin/bash
# OpenROAD 26Q1-2900-gdf79404cd8, Yosys 0.63+post, stock flow scripts
make -C /OpenROAD-flow-scripts/flow DESIGN_CONFIG=/design/flow/config.mk WORK_HOME=/design/flow/orfs finish
$ cat flow/config.mk
export PLATFORM = sky130hd
export DESIGN_NAME = SigAddSub
export DESIGN_NICKNAME = SigAddSub
export VERILOG_FILES = /design/flow/design.v
export SDC_FILE = /design/flow/constraint.sdc
export NUM_CORES = 4
export LEC_CHECK = 1
export CORE_UTILIZATION = 30
export SYNTH_HDL_FRONTEND = slang
$ cat flow/constraint.sdc
current_design SigAddSub

set clk_period 2.1
set clk_io_pct 0.2

create_clock -name clk0 -period $clk_period [get_ports {clk}]

set non_clock_inputs [all_inputs -no_clocks]
set_input_delay [expr $clk_period * $clk_io_pct] -clock clk0 $non_clock_inputs
set_output_delay [expr $clk_period * $clk_io_pct] -clock clk0 [all_outputs]
$ cat flow/design.v
module SigAddSub(
    input  logic       clk,
    input  logic       reset_n,
    input  logic [7:0] input_data1,
    input  logic [7:0] input_data2,
    output logic [7:0] output_sum
);
  logic [8:0] intermediate_sum;  
  always_ff @(posedge clk or negedge reset_n) begin
    if (!reset_n) begin
      intermediate_sum <= 8'b00000000;           
    end else begin
      if (input_data2 > 7'b0111111) begin        
        intermediate_sum <= input_data1 + input_data2;    
      end else begin
        if (input_data1 > input_data2)
          intermediate_sum <= input_data1 - input_data2;  
        else
          intermediate_sum <= input_data2 - input_data1;
      end
    end
  end
  Sigmoid sigmoid_inst (
    .clk        (clk),
    .reset_n    (reset_n),
    .input_data (intermediate_sum),
    .output_data(output_sum)
  );
endmodule
module Sigmoid (
    input  logic       clk,
    input  logic       reset_n,
    input  logic [8:0] input_data,
    output logic [7:0] output_data
);
  logic [7:0] lut_data [0:127] = '{
    32,33,33,33,33,33,34,34,34,34,34,35,35,35,35,35,
    36,36,36,36,37,37,37,37,38,38,38,38,39,39,39,40, 
    40,40,41,41,41,42,42,43,43,45,45,46,46,47,47,48, 
    49,50,51,52,53,54,55,56,57,58,59,60,61,62,63,64, 
    64,65,66,67,68,69,70,71,72,73,74,75,76,77,78,79, 
    80,81,81,82,82,83,83,84,84,85,85,86,86,86,87,87,
    87,88,88,88,89,89,89,89,90,90,90,90,91,91,91,91, 
    93,93,93,93,93,94,94,94,94,94,95,95,95,95,95,96
  };
  always_ff @(posedge clk or negedge reset_n) begin
    if (!reset_n) begin
      output_data <= 8'b00000000;        
    end else begin
      if (input_data < 9'd192)
        output_data <= 8'b00100000;      
      else if (input_data > 9'd320)
        output_data <= 8'b01100000;      
      else
        output_data <= lut_data[input_data - 9'd192];  
    end
  end
endmodule
==> results.txt <==
flow finished, numbers: final instance area 3070 um2, initial antenna violation count 0, syn avg cell area 7.92 um2, Cell variety after synth 55, CP max FO 4, Multi-input gate area 1710 um2, ratio of cells with drive above 1 in the final layout 36.7%, Congestion Overflow GR 0, Synth async-reset ratio 100%, #FFs+latches synth 16, ys cells approximately 260, Setup-failing EPs final 0, EDFF count, synth 0, status completed, Placer Congestion 0.855, clk latency late pin 0.25 ns, Antenna Cells 0, core area between 6000 and 7000 um2, CP Capture Type flop, Max Clock Skew approximately 0.0046 ns, RSZ-0062 raised after global routing yes, # hold bufs at CTS 0, first-pass GRT wire length 8370 um, fillers between 600 and 700, Synth Flop Type dfrtp_1, drt pass-1 iters 22, Die Height 84.4 um, synthesized area between 2000 and 2500 um2, Via density 4.97, drt total wl 4900 um, Max H-tree Level 1, crit path DRT 2.27 ns, PortBufs 24, Startpoint Class primary input, CTS Buffer Depth 2, Fin Hold WS between 0.4 and 0.5 ns, area delta synth->final 51.1%, Yosys Warn Count 0, Final Hold Vio Count 0, clk slew on worst S/H paths 0.07 ns, VDD IR max 0.000230 V, post-DP HPWL around 3700 um, Root Driver clkbuf_8, clock sinks 16, WL/cell 11.9 um, Hold WC Path Type primary input to asynchronous set/reset pin, GRT Total Usage 14.2%, vias 2,049, max-slew violation count 0, register area roughly 400 um2, cycle use final between 90% and 100%, fmax 495 MHz, DR iter-0 viols around 40, vias in the first global route 1,917, clock period minus worst slack 2.02 ns, IO Count 26, critical path data arrival time roughly 2.2 ns, max-cap violation count 0, crit path kind primary input to flop, OpenROAD warnings 44, Pleak between 1 and 1.5 nW, Antenna Nets Post-Route 0, CTS tree yes, num rows 29, placed cell areas 2810 um2, Starting Density 31.5%, DRC viols 0, largest net degree at the start of global routing 18, Chip Area, Yosys 2030 um2, Die Wd around 84 um, R2R cell count 7, die area roughly 7100 um2, Synth Seq Share 19.7%, CTS buffer count 3, Post-Syn Instances 257, Power Dens Cells 579 nW/um2
## worst max-delay path, stage by stage
cell and delay, ns:
buf_2 0.14, inv_8 0.04, ha_4 0.23, and2b_2 0.21, o2111ai_4 0.23, nand4b_4 0.14, nand2_4 0.10, buf_4 0.11
buf_4 0.12, mux2_2 0.32, o21ai_0 0.13
## Yosys cell counts, types with 4 or more instances
cell type | count | area, um2
nor3_1 | 10 | 50.1
nand2_1 | 21 | 78.8
nand3_1 | 4 | 20.0
dfrtp_1 | 16 | 400
mux2i_1 | 4 | 40.0
a21oi_1 | 26 | 130
clkbuf_1 | 9 | 33.8
xnor2_1 | 7 | 61.3
nor2_1 | 14 | 52.6
ha_1 | 26 | 325
nand2b_1 | 6 | 37.5
inv_1 | 29 | 109
o21ai_0 | 17 | 85.1
a211oi_1 | 6 | 45.0
a21o_1 | 4 | 30.0
## sequential cells by signal (all words and copies together) (netlist names)
register                  count
intermediate_sum              9
sigmoid_inst.output_data      7
## cells by family (layout without fill, tap and decap cells)
kind of cell	after synthesis	in the layout	share of synthesized area, %
XOR/XNOR	8	8	3.44
buffers and inverters	44	122	8.86
adder cells (fa/ha/maj)	30	30	19.4
flip-flops	16	16	19.7
AND/OR/NAND/NOR	72	72	18.5
AND-OR/OR-AND	80	80	26.7
multiplexers	6	6	3.26
other	1	1	0.184
## metal layers
| layer | vias to the layer above | GRT usage, % | share of wire, % |
|---|---|---|---|
| met1 | 944 | 20.1 | 48 |
| met4 | 0 | 2.16 | 0.45 |
| li1 | 1057 | - | - |
| met3 | 2 | 1.29 | 3.7 |
| met2 | 46 | 24.7 | 48 |
| met5 | - | 0 | 0 |
## final cells by class
class	count	share of cell area, %
Inverter	29	3.87
Sequential cell	16	13.0
Timing Repair Buffer	89	22.7
Multi-Input combinational cell	197	55.5
Clock buffer	4	1.79
Tap cell	77	3.13
## placed cells by master (no fill, tap or decap), drive strengths merged, types with 3 or more instances in the layout
cell type,count
nand2,22
ha,26
nor3,10
xnor2,7
buf,70
nand2b,6
o211ai,3
a211oi,6
and3,3
a21o,5
a31oi,3
dfrtp,16
fa,3
nand3,4
inv,29
a21oi,28
nor2,14
clkdlybuf4s50,8
a2111oi,3
clkdlybuf4s15,4
mux2i,4
dlygate4sd2,7
nand4b,3
clkbuf,4
o21ai,17
## power by group
group / internal, mW / switching, mW
registers: 0.378 / 0.0764
clock network: 0.166 / 0.105
logic: 0.551 / 0.503
## metrics by stage
step / utilization [%] / std cells / worst slack [ns] / total power [mW] / TNS, ns
after detailed placement: 43.5 / 400 / -0.634 / 1.41 / -4.33
final: 47.6 / 412 / 0.0790 / 1.78 / 0
after global routing: 47.6 / 412 / -0.0108 / 1.92 / -0.0153
after global placement: 43.5 / 400 / -0.617 / 1.40 / -4.20
after CTS: 46.6 / 410 / 0.00182 / 1.74 / 0
after floorplan: - / 257 / -0.00881 / 1.02 / -0.00881
## final timing paths
check / start / slack (ns) / to
max: input_data1[1] / 0.08 / intermediate_sum[1]
min: reset_n / 0.49 / sigmoid_inst.output_data[0]
max reg2reg: intermediate_sum[0] / 0.09 / sigmoid_inst.output_data[1]
min reg2reg: intermediate_sum[7] / 0.54 / sigmoid_inst.output_data[6]
max in group asynchronous: reset_n / 1.43 / intermediate_sum[8]
min in group clk0: intermediate_sum[7] / 0.54 / sigmoid_inst.output_data[6]
## what timing repair did
action                     CTS  global route
setup buffers                6             2
cloned                       0             0
pin swaps                   20             9
gates resized               62            16
hold endpoints to repair     0             0
setup endpoints to repair    8             9
No activity file was given, so power comes from the tool's default toggle rates.
